<file path="/design/flow/config.mk">
export PLATFORM = sky130hd
export DESIGN_NAME = clk_e
export DESIGN_NICKNAME = clk_e
export VERILOG_FILES = /design/flow/design.v
export SDC_FILE = /design/flow/constraint.sdc
export NUM_CORES = 4
export LEC_CHECK = 1
export CORE_AREA = 10 10 101 101
export DIE_AREA = 0 0 111 111
</file>
<file path="/design/flow/constraint.sdc">
current_design clk_e

set clk_period 7.0
set clk_io_pct 0.2

create_clock -name clk0 -period $clk_period [get_ports {clk}]

set non_clock_inputs [all_inputs -no_clocks]
set_input_delay [expr $clk_period * $clk_io_pct] -clock clk0 $non_clock_inputs
set_output_delay [expr $clk_period * $clk_io_pct] -clock clk0 [all_outputs]
</file>
<file path="/design/flow/design.v">
module clk_e(tc_timebase,testmode,rst,clk);
input clk,rst,testmode;
output reg[1:0] tc_timebase;
reg[27:0] data,q_tc;
always @(testmode)
begin
     if (testmode == 1'b0) 
	    data <= 28'h5f5e0ff;    
	 else 
	    data <= 28'h0000009;
end
always @(posedge clk or posedge rst)
begin
     if (rst == 1'b1)
     	begin
	    q_tc <= 28'h0000000;
	    tc_timebase <= 1'b0;
		end
	 else
	    begin
	     if(q_tc < data) 
		    begin
		    q_tc <= q_tc +1;
			tc_timebase <= 1'b0; 
			end
		 else 
		     begin
		     q_tc <= 28'h0000000;
			 tc_timebase <= 1'b1;
			 end
		end
end
endmodule
</file>
<file path="/design/flow/run.sh">
#!/bin/bash
# OpenROAD 26Q1-2900-gdf79404cd8, Yosys 0.63+post, stock flow scripts
make -C /OpenROAD-flow-scripts/flow DESIGN_CONFIG=/design/flow/config.mk WORK_HOME=/design/flow/orfs finish
</file>
==> impl_metrics.env <==
# physical design summary
export IMPL_outcome="finished clean"
export IMPL_synth_seq_cells=29
export IMPL_hold_viol=0
export IMPL_power_frac_comb=0.181
export IMPL_seq_power_share=0.460
export IMPL_postCtsHoldBufs=0
export IMPL_cts_setup_buffers=0
export IMPL_synthToLayoutAreaGrowth_pct=12.0
export IMPL_crit_path_end_kind="flip-flop"
export IMPL_internal_power_mw=0.331
export IMPL_grt_pass1_wl_um=6000
export IMPL_wl_um=3380
export IMPL_synth_top_cells_by_count="29 x dfrtp_1, 26 x nor2_1, 22 x xnor2_1"
export IMPL_clkPwrFrac=0.359
export IMPL_vias_per_cell=4.40
export IMPL_synth_chip_area_mm2=0.00185
export IMPL_seqCellArea_um2=726
export IMPL_grt_start_max_net_pins=30
export IMPL_ant_nets=0
export IMPL_leakagePower_nw=0.910
export IMPL_cts_tree="yes"
export IMPL_r2r_slack_ns=4.62
export IMPL_finalSetupTns_ns=0
export IMPL_drv_slew=0
export IMPL_pre_cts_ws_ns=2.64
export IMPL_drc_errors=0
export IMPL_cts_resized=0
export IMPL_clkSlewWorstSetupHoldPaths_ns=0.06
export IMPL_worstSetupPathType="input pin to flip-flop"
export IMPL_die_area_mm2=0.0123
export IMPL_edf_count=0
export IMPL_clock_fmax_mhz=245
export IMPL_most_common_cell="dfrtp_1"
export IMPL_required_ns=7.21
export IMPL_clk_latency_ns=0.28
export IMPL_maxCapViolations=0
export IMPL_timing_rr_start="q_tc[24]$_DFF_PP0_"
export IMPL_clk_path_buf_depth=2
export IMPL_yosys_warnings=1
export IMPL_syn_area_mm2=0.00185
export IMPL_vias=1325
export IMPL_critPathArrivalTime_ns=4.29
export IMPL_synth_top_area_share=0.392
export IMPL_hold_class="flip-flop to flip-flop"
export IMPL_slew_headroom=0.518
export IMPL_rsz0062_at_grt="false"
export IMPL_synthFlopType="dfrtp_1"
export IMPL_die_width_um=111
export IMPL_power_switching_mw=0.132
export IMPL_top_area_cell="dfrtp_1"
export IMPL_drt_pass1_iter_count=4
export IMPL_track_usage=0.0546
export IMPL_min_period_over_period=0.583
export IMPL_fin_crit_ns=4.08
export IMPL_path_max_fanout=26
export IMPL_mi_logic_area_mm2=0.00103
export IMPL_drive_gt1_frac=0.0969
export IMPL_warnings=25
export IMPL_cts_made_buffers=5
export IMPL_layout_setup_ws_ns=2.92
export IMPL_synth_cells=190
export IMPL_antenna_diode_count=0
export IMPL_worstReg2RegEnd="q_tc[15]$_DFF_PP0_"
export IMPL_initCoreUtil=0.228
export IMPL_critPathCapture="q_tc[15]$_DFF_PP0_"
export IMPL_grt_pass1_vias=1314
export IMPL_ys_cells=190
export IMPL_postSynth_asyncResetShare=1.00
export IMPL_syn_area_per_cell_um2=9.75
export IMPL_yosysUniqueCellTypes=33
export IMPL_swShare=0.285
export IMPL_n_fill_cell=839
export IMPL_rows=33
export IMPL_cts_root_buf="clkbuf_8"
export IMPL_whs_ns=0.514
export IMPL_wl_per_cell_um=11.2
export IMPL_drt_iter0_markers=62
export IMPL_layout_core_utilization=0.255
export IMPL_htreeDepth=2
export IMPL_dp_hpwl_um=2210
export IMPL_clock_sinks=29
export IMPL_start_kind="input pin"
export IMPL_setup_violations=0
export IMPL_clock_skew_ns=0.00394
export IMPL_ios=5
export IMPL_peakVddDrop_uv=177
export IMPL_ys_top_cells_by_area="dfrtp_1 39%, ha_1 12%, xnor2_1 10%"
export IMPL_p_per_area_mw_per_mm2=223
export IMPL_synth_seq_share=0.392
export IMPL_crit_start="testmode"
export IMPL_grt_remaining_overflow=0
export IMPL_worst_slew_pin_slew_ns=0.720
export IMPL_coreArea_mm2=0.00813
export IMPL_die_y_um=111
export IMPL_port_buffers=3
export IMPL_grt_antenna_before_repair=0
export IMPL_ff2ff_path_depth=7
export IMPL_gp_congestion=0.795
==> how the worst min path moves through the flow <==
| stage | from | end | cells after the start |
|---|---|---|---|
| CTS | q_tc[0]$_DFF_PP0_ | q_tc[0]$_DFF_PP0_ | 1 |
| global route | q_tc[0]$_DFF_PP0_ | q_tc[0]$_DFF_PP0_ | 1 |
| finish | q_tc[0]$_DFF_PP0_ | q_tc[0]$_DFF_PP0_ | 1 |
==> state kept, by name (all words and copies together) (netlist names) <==
signal	count
q_tc	28
tc_timebase	1
==> per-stage QoR <==
step	cells	total power [mW]	cell area (um2)
finish	301	0.462	2070
CTS	301	0.470	2070
floorplan	190	0.279	1850
global placement	294	0.297	1970
detailed placement	294	0.299	1970
global route	301	0.498	2070
==> power by group through the flow <==
stage	registers (mW)	logic (mW)	clock network [mW]
after global routing	0.216	0.100	0.181
after CTS	0.212	0.0850	0.173
final	0.212	0.0838	0.166
==> critical path, stage by stage <==
cell             delay, ns
clkdlybuf4s50_1       0.94
ha_1                  0.37
a211o_1               0.30
a211o_1               0.32
a211o_1               0.27
a311o_1               0.27
buf_4                 0.27
nor2_1                0.15
==> cell usage in the layout, fill, tap and decap left out, types with 2 or more instances in the layout <==
cell / Yosys / final
a21oi_1: 4 / 4
and3_1: 2 / 2
nor2_4: 7 / 7
inv_1: 9 / 9
nand4_1: 5 / 5
nor2_1: 26 / 26
a21o_1: 3 / 3
buf_4: 1 / 2
dfrtp_1: 29 / 29
nor2_2: 2 / 2
xor2_1: 3 / 3
nand3_1: 10 / 10
nor4_1: 6 / 6
nor3_1: 11 / 11
and4_1: 3 / 3
nand2_1: 11 / 11
clkbuf_8: 0 / 5
clkdlybuf4s50_1: 0 / 3
ha_1: 18 / 18
a211o_1: 3 / 3
xnor2_1: 22 / 22
==> per-layer routing <==
layer / part of all wire / global-route usage / up-vias
met5: 0 / 0 / -
met4: 0.018 / 0.00868 / 0
met3: 0.035 / 0.00821 / 7
met2: 0.43 / 0.0822 / 20
met1: 0.52 / 0.0818 / 630
li1: - / - / 668
==> final cells by class <==
cell class / instances / share of cell area
multi-input cells: 146 / 0.499
flip-flops and latches: 29 / 0.350
well taps: 105 / 0.0633
clock buffers: 5 / 0.0332
repair buffers: 5 / 0.0217
clock inverters: 2 / 0.0169
inverters: 9 / 0.0163
==> logic make-up (layout without fill, tap and decap cells) <==
logic type,count (synthesis),after routing,synth area share
xor+xnor,25,25,0.118
other cells,1,1,0.00202
buf+inv,15,21,0.0500
fa+ha+maj,18,18,0.122
compound gates,16,16,0.0641
flops,29,29,0.392
simple gates,86,86,0.253
No activity file was given, so power comes from the tool's default toggle rates.
